==> design.v <==
module SlowClock(
	input wire clk, reset, 
	output reg clk_1Hz
);
reg [27:0] counter;
always@(posedge reset or posedge clk)
begin
    if (reset == 1'b1)
        begin
            clk_1Hz <= 0;
            counter <= 0;
        end
    else
        begin
            counter <= counter + 1;
            if ( counter == 4_000)
                begin
                    counter <= 0;
                    clk_1Hz <= clk_1Hz + 1;
                end
        end
end
endmodule   
==> run.sh <==
#!/bin/bash
# OpenROAD 26Q1-2900-gdf79404cd8, Yosys 0.63+post, stock flow scripts
make -C /OpenROAD-flow-scripts/flow DESIGN_CONFIG=/design/flow/config.mk WORK_HOME=/design/flow/orfs finish
==> config.mk <==
export PLATFORM = sky130hd
export DESIGN_NAME = SlowClock
export DESIGN_NICKNAME = SlowClock
export VERILOG_FILES = /design/flow/design.v
export SDC_FILE = /design/flow/constraint.sdc
export NUM_CORES = 4
export LEC_CHECK = 1
export CORE_UTILIZATION = 30
==> constraint.sdc <==
current_design SlowClock

set clk_period 3.3
set clk_io_pct 0.2

create_clock -name clk0 -period $clk_period [get_ports {clk}]

set non_clock_inputs [all_inputs -no_clocks]
set_input_delay [expr $clk_period * $clk_io_pct] -clock clk0 $non_clock_inputs
set_output_delay [expr $clk_period * $clk_io_pct] -clock clk0 [all_outputs]
==> results.tsv <==
stage	metric	value	unit
routing	wl_met3	85	um
logic_synthesis	synthXorXnorAreaFrac	0.164	
critical_path	critical-path-top-delay-family	buffers and inverters	
logic_synthesis	simple_gate_share	0.290	
timing	hold_viol_final	0	
timing	grt_setup_unrepaired	no	
routing	via_per_inst	4.99	
clocking	cts_tree	done	
power_and_ir_drop	power.density_cell_area	400	mW/mm^2
clocking	cts.sinks	29	
timing	skew	0.00646	ns
placed_design	gp_congestion	0.834	
timing	worst_pin_slew	0.464	ns
critical_path	path_class	flip-flop to output pin	
cells_and_area	seqCellArea	726	um^2
timing	slew_headroom	0.688	
floorplanning	dieArea	0.00507	mm^2
global_routing	grt-ovfl-total	0	
power_and_ir_drop	p_sw	132	uW
logic_synthesis	yosys-mux-area-fraction	0	
routing	vias	964	
routing	diodes	0	
power_and_ir_drop	p_int	507	uW
cells_and_area	area_delta_synth_final	11.0	%
clocking	ctsRootBufferMaster	clkbuf_8	
global_routing	grt_pass1_wl	4590	um
logic_synthesis	ff_type	dfrtp_1	
logic_synthesis	ys_chip_area	0.00144	mm^2
cells_and_area	drive_above_1_share	0.0993	
critical_path	worstPathRequired	2.64	ns
timing	fin_crit	1.75	ns
clocking	clock_path_buffers	2	
global_routing	antenna_found_initial	0	
logic_synthesis	edf_count	0	
timing	slew_viol_final	0	
global_routing	grt_util_all_layers	0.116	
floorplanning	die_y	71.2	um
cells_and_area	logic_area	678	um^2
critical_path	path_cells	clkdlybuf4s50_1	
logic_synthesis	yosysSeqAreaShare	0.505	
routing	drcViolationCount	0	
routing	topRoutingLayerUsed	met4	
global_routing	grt_max_degree	30	
logic_synthesis	synthArstFlopShare	1.00	
timing	timing.fmax	0.570	GHz
clocking	htreeDepth	2	
timing	tns	0	ns
logic_synthesis	ys_ff	29	
flow_run	warnings	26	
routing	drt-met1-wl	1320	um
power_and_ir_drop	combPwrFrac	0.014	
flow_run	max_cap_violations	0	
logic_synthesis	yosys_warnings	1	
floorplanning	dieWidth	71.2	um
routing	wl_per_cell	12.8	um
critical_path	slowest_delay	0.46	ns
critical_path	setup.worst_path.end_class	output pin	
logic_synthesis	fa_ha_area_frac	0.0174	
clocking	cts_repair_resize_count	0	
power_and_ir_drop	total_power	639	uW
logic_synthesis	ys_cells	132	
critical_path	cp_max_fo	2	
floorplanning	io-pin-count	3	
run_status	status	complete, no violations	
critical_path	start_kind	flip-flop	
floorplanning	core-area	0.00447	mm^2
timing	post-route-period-util	0.532	
routing	initialDrtViolationCount	27	
logic_synthesis	synth_area_per_cell	10.9	um^2
timing	setup_violations	0	
logic_synthesis	yosys.area.top_type	dfrtp_1	
logic_synthesis	yosysMostFrequentCell	dfrtp_1	
clocking	hold_buffers	0	
logic_synthesis	top_cell_area_share	0.505	
clocking	clkTransAtPathRegs	0.06	ns
logic_synthesis	syn_inst	132	
floorplanning	rows	24	
routing	wirelength	2470	um
logic_synthesis	synth_area	0.00144	mm^2
placed_design	hpwl	1730	um
critical_path	critPathArrivalTime	1.09	ns
logic_synthesis	topCombFamilyByArea	simple AND/OR/NAND/NOR gates	
logic_synthesis	synth.cells.most_frequent	29 x dfrtp_1, 23 x xnor2_1, 14 x nor2_1	
power_and_ir_drop	clock_power_share	0.429	
clocking	numCtsBuffers	5	
worst_hold_path	min_path_type	flip-flop to flip-flop	
logic_synthesis	synthAoiAreaFrac	0	
power_and_ir_drop	vdd_drop_max	0.121	mV
power_and_ir_drop	p_seq_frac	0.557	
power_and_ir_drop	p_leak	0.000671	uW
placed_design	portBuffers	2	
routing	wl_met2	986	um
routing	drt_pass1_iterations	20	
global_routing	first_global_vias	985	
routing	ant_nets	0	
power_and_ir_drop	p_sw_frac	0.206	
clocking	post_cts_buffers	0	
logic_synthesis	topCellsByArea	dfrtp_1 50%, xnor2_1 14%, nand4_1 4.8%	
critical_path	crit_buf_inv	1	
logic_synthesis	yosysUniqueCellTypes	23	
critical_path	crit_slowest_cell	clkdlybuf4s50_1	
cells_and_area	nFillCells	427	
floorplanning	initial_core_util	0.321	
clocking	worstSkewPairLatency	0.28	ns
## routing by layer
| metal | track usage | vias up |
|---|---|---|
| met5 | 0 | - |
| met4 | 0.0333 | 0 |
| met3 | 0.0271 | 11 |
| met2 | 0.163 | 16 |
| met1 | 0.184 | 461 |
| li1 | - | 476 |
## area by class of cell
class,instances,share of cell area
repair buffers,3,0.0173
flip-flops and latches,29,0.455
clock buffers,8,0.0502
inverters,5,0.0118
well taps,52,0.0408
multi-input cells,96,0.425
## kinds of logic after synthesis
family        count (synthesis)
buf+inv                       7
fa+ha+maj                     2
simple gates                 67
xor+xnor                     27
flops                        29
## sequential cells by signal, summed over array words and instances (netlist names)
name / count
counter: 28
clk_1Hz: 1
## power by group through the flow
stage                 clock network (uW)  registers, uW  logic (uW)
after CTS                            282            356        9.58
after global routing                 299            355        10.5
final                                274            356        8.80
## worst paths after layout
kind	startpoint	endpoint	slack, ns	depth (start not counted)
max reg2reg	counter[0]	clk_1Hz	1.56	6
min in group asynchronous	reset	counter[17]	0.74	3
min	clk_1Hz	clk_1Hz	0.46	1
max in group asynchronous	reset	counter[6]	2.27	3
max	clk_1Hz	clk_1Hz	1.55	1
min reg2reg	clk_1Hz	clk_1Hz	0.46	1
## layout by cell type (no fill, tap or decap)
cell type / n
dfrtp_1: 29
xnor2_1: 23
nor2_1: 14
nand4_1: 11
nand2_1: 11
nand3_1: 10
inv_1: 5
clkbuf_8: 5
nor3_1: 4
xor2_1: 4
nor4_1: 4
and3_1: 3
clkbuf_1: 3
nor3_4: 2
ha_1: 2
clkdlybuf4s50_1: 2
nand4_4: 1
and4_1: 1
nor3_2: 1
nor4_4: 1
nor4_2: 1
and4bb_2: 1
nor4b_2: 1
nor2b_1: 1
buf_4: 1
## through the flow
stage | utilization | instances | area [um^2] | worst slack [ns] | hold WS [ns]
finish | 0.357 | 193 | 1600 | 1.55 | 0.464
global route | 0.357 | 193 | 1600 | 1.45 | 0.480
CTS | 0.357 | 193 | 1600 | 1.53 | 0.469
detailed placement | 0.339 | 185 | 1520 | 1.58 | 0.460
global placement | 0.339 | 185 | 1520 | 1.62 | 0.454
floorplan | - | 132 | 1440 | 1.83 | 0.420
Power is estimated from default activity; no workload was simulated.
